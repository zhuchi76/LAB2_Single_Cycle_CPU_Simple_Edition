===== /design/flow/run.sh =====
#!/bin/bash
# OpenROAD 26Q1-2900-gdf79404cd8, Yosys 0.63+post, stock flow scripts
make -C /OpenROAD-flow-scripts/flow DESIGN_CONFIG=/design/flow/config.mk WORK_HOME=/design/flow/orfs finish

===== /design/flow/config.mk =====
export PLATFORM = sky130hd
export DESIGN_NAME = Adder
export DESIGN_NICKNAME = Adder
export VERILOG_FILES = /design/flow/design.v
export SDC_FILE = /design/flow/constraint.sdc
export NUM_CORES = 4
export LEC_CHECK = 1
export CORE_AREA = 10 10 107 107
export DIE_AREA = 0 0 117 117

===== /design/flow/constraint.sdc =====
current_design Adder

set clk_period 14.5
set clk_io_pct 0.2

create_clock -name clk0 -period $clk_period

set non_clock_inputs [all_inputs -no_clocks]
set_input_delay [expr $clk_period * $clk_io_pct] -clock clk0 $non_clock_inputs
set_output_delay [expr $clk_period * $clk_io_pct] -clock clk0 [all_outputs]

===== /design/flow/design.v =====
`timescale 1ns/1ps
module Adder(
    src1_i,
	src2_i,
	sum_o
	);
input  [32-1:0]  src1_i;
input  [32-1:0]	 src2_i;
output [32-1:0]	 sum_o;
assign sum_o = src1_i + src2_i;
endmodule

==> out/qor.yml <==
dieHeight_um: 117
period_minus_slack_ns: 8.79
area_leaders: "ha_1, a21oi_1, a21o_1"
yosysWarnings: 0
first_pass_iters: 4
rows: 35
ys_cells: 241
final_layout_size_suffix_gt1_frac: 0.0307
globalplace.congestion: 0.828
viasPerCell: 4.85
worstPathArrival_ns: 5.89
portBuffers: 96
drc: 0
nClkBuffers: 0
grt_pass1_vias: 2105
worst_slew_pin_slew_ns: 0.558
syn_avg_cell_area_um2: 7.24
antenna_left: 0
seqCellArea_um2: 0
yosysChipArea_um2: 1740
hpwl_um: 5560
drv_slew: 0
cap_violations: 0
grt_max_degree: 11
gr-total-overflow: 0
yosys.area_share.adder: 0.234
top_cells_by_count: "ha_1, a21oi_1, a21o_1, nand2_1, xor2_1"
warning_count: 32
mux_area_frac: 0.0115
syn_area_um2: 1740
routed_wl_um: 6270
status: "complete, no violations"
antennaDiodeCount: 0
hold_path_class: "in2out"
hold_buffers: 0
yosysUniqueCellTypes: 50
synth_cells: 241
core_area_um2: 9200
synth.cellmix.simpleShare: 0.183
irDropWorstVdd_mv: 0.0166
power_leakage_uw: 0.00118
p_switching_uw: 54.5
drt_iter0_markers: 83
ys_seq_frac: 0
area_growth_pct: 60.5
combPwrFrac: 1.000
wire_per_inst_um: 14.3
synth.top_cell.area_share: 0.222
chipArea_um2: 13700
io_pins: 96
finalSetupViolCount: 0
crit_required_ns: 11.60
die_x_um: 117
cts_setup_buffers: 0
ctsResizeCount: 0
path_class: "in2out"
fp_util: 0.190
fmax_mhz: 114
netlist_logic_family_top: "AND-OR/OR-AND gates"
slew_headroom: 0.619
p_clk_frac: 0
final_hold_viol_count: 0
antenna_found_initial: 1
p_sw_frac: 0.404
synth.most_common_cell: "ha_1"
fin_crit_sh: 0.607
crit_path_end_kind: "output pin"
xor_share: 0.141
grt_pass1_wl_um: 10200
power.internal_uw: 80.5
dr_total_vias: 2121
crit_path_max_fanout: 4
seq_cell_count: 0
grtUsageTotal: 0.0896
yosysTopAreaCell: "ha_1"
crit_path_start_kind: "primary input"
seqPwrFrac: 0
fin_tns_setup_ns: 0
power.density_nw_per_um2: 48.2
ys_sh_aoi: 0.393
rsz0062_at_grt: "false"
finalPower_uw: 135
[routing by layer]
| metal | share of wire | GRT usage | vias to the layer above |
|---|---|---|---|
| met5 | 0.0021 | 0 | - |
| met4 | 0.00016 | 0 | 2 |
| met3 | 0.11 | 0.0320 | 2 |
| met2 | 0.46 | 0.151 | 69 |
| met1 | 0.44 | 0.114 | 957 |
| li1 | - | - | 1091 |
[critical path, stage by stage]
cell and delay [ns]:
clkdlybuf4s50_1 0.41, ha_1 0.24, fa_1 0.40, a21o_1 0.22, a31o_2 0.28, nand3_1 0.09, o221ai_1 0.23, a311oi_1 0.37
o21bai_1 0.11, xor2_1 0.14, clkdlybuf4s50_1 0.50
[logic make-up (layout without fill, tap and decap cells)]
family,Yosys count,in the layout
AOI/OAI and AO/OA,97,97
and+or+nand+nor,65,65
adders and majority gates,32,32
xor gates and xnor gates,28,28
buffers and inverters,17,102
muxes,2,2
[cells in the final DEF (no fill, tap or decap), types with 4 or more instances in the layout]
| master | instances |
|---|---|
| a21o_1 | 19 |
| a21oi_1 | 29 |
| clkdlybuf4s50_1 | 96 |
| ha_1 | 31 |
| inv_1 | 6 |
| nand2_1 | 18 |
| nand3_1 | 10 |
| nand4_1 | 8 |
| nor2_1 | 12 |
| nor3_1 | 4 |
| o21ai_0 | 13 |
| o21bai_1 | 4 |
| xnor2_1 | 13 |
| xor2_1 | 15 |
[final timing paths]
check                  from        end  slack (ns)  cells past startpoint
setup / recovery  src1_i[0]  sum_o[26]        5.71                     11
hold / removal    src2_i[0]   sum_o[0]        6.83                      3
[final cells by class]
class              count  area [um^2]
fillers              974         6400
multi-input cells    224         1680
repair buffers        96          961
well taps            111          139
inverters              6         22.5
[power by group through the flow]
stage                 combinational (uW)  clock, uW  sequential [uW]
after CTS                            137          0                0
final                                135          0                0
after global routing                 151          0                0
[per-stage QoR]
stage / instance area, um^2 / util / hold WS (ns) / worst slack, ns / instances
final: 2800 / 0.304 / 6.83 / 5.71 / 437
after global placement: 2800 / 0.304 / 6.83 / 5.72 / 437
after CTS: 2800 / 0.304 / 6.84 / 5.68 / 437
after global routing: 2800 / 0.304 / 6.87 / 5.49 / 437
after detailed placement: 2800 / 0.304 / 6.84 / 5.69 / 437
after floorplan: 1740 / - / 5.87 / 6.87 / 241
