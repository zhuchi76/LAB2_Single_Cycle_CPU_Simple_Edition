## ./design.v

```verilog
`timescale 1ns/1ps
module ALU(
    src1_i,
	src2_i,
	ctrl_i,
	result_o,
	zero_o
	);
input signed [32-1:0]  src1_i;
input signed [32-1:0]  src2_i;
input  [4-1:0]   ctrl_i;
output [32-1:0]	 result_o;
output           zero_o;
reg    [32-1:0]  result_o;
assign zero_o = (result_o == 0);
always @(ctrl_i, src1_i, src2_i) begin
    case(ctrl_i)
        0: result_o <= src1_i & src2_i;
        1: result_o <= src1_i | src2_i;
        2: result_o <= src1_i + src2_i;
        6: result_o <= src1_i - src2_i;
        7: result_o <= src1_i < src2_i ? 1:0;
        12: result_o <= ~(src1_i | src2_i);  
        default: result_o <= 0;
    endcase
end
endmodule
```

## ./run.sh

```bash
#!/bin/bash
# OpenROAD 26Q1-2900-gdf79404cd8, Yosys 0.63+post, stock flow scripts
make -C /OpenROAD-flow-scripts/flow DESIGN_CONFIG=/design/flow/config.mk WORK_HOME=/design/flow/orfs finish
```

## ./config.mk

```make
export PLATFORM = sky130hd
export DESIGN_NAME = ALU
export DESIGN_NICKNAME = ALU
export VERILOG_FILES = /design/flow/design.v
export SDC_FILE = /design/flow/constraint.sdc
export NUM_CORES = 4
export LEC_CHECK = 1
export CORE_UTILIZATION = 30
```

## ./constraint.sdc

```tcl
current_design ALU

set clk_period 23.2
set clk_io_pct 0.2

create_clock -name clk0 -period $clk_period

set non_clock_inputs [all_inputs -no_clocks]
set_input_delay [expr $clk_period * $clk_io_pct] -clock clk0 $non_clock_inputs
set_output_delay [expr $clk_period * $clk_io_pct] -clock clk0 [all_outputs]
```

==> changes_impl.md <==
### Physical design

* Status: finished, final reports clean
* Worst path arrival time at 9.21 ns
* Leak Pwr at 2.88 nW
* Worst hold slack at 10.57 ns
* DR vias at 6533
* Die height at 138 um
* Post-route worst setup slack at 9.35 ns
* Core Area at 18000 um2
* Setup violations, final at 0
* IO Port Bufs at 101
* XORs/XNORs by Area at 0.475%
* Crit path cell chain: clkdlybuf4s50_1, inv_1, ha_1, inv_1, a21o_1, o311ai_4, o211ai_4, o31a_4, a221oi_2, o21ai_1, or4_1, nor4_1, and4b_1, and4b_1, clkdlybuf4s50_1
* Initial antenna violation count at 0
* Crit path DRT at 18.56 ns
* Flip-flops at 0
* Area leader share at 23.1%
* Rows at 49
* Top logic family: AND-OR/OR-AND gates
* Fmax at 72.2 MHz
* Final Slew Violations at 0
* Area grow syn2layout at 21.4%
* Fin. Hold Viols at 0
* AND-OR/OR-AND Cells, Area Fraction at 43.0%
* DR WL/cell at 18.5 um
* Period Utilization, post-route at 59.7%
* Top Usage Layer GRT: met2
* Grt total ovfl at 0
* Setup WS pre-CTS at 9.38 ns
* Adder share at 23.8%
* CP max stage delay at 0.55 ns
* Tool warnings at 102
* Pwr Total at 0.161 mW
* Setup CP Type: primary input to output port
* Drt total wl at 20.5 mm
* Critical Path Sink Type: output port
* Top area cell types: ha_1 23%, a21oi_1 6.6%, inv_1 6.6%
* Post-DP HPWL at 16.3 mm
* Hold path depth at 5
* Worst-Margin Slew at 0.832 ns
* DR DRC count at 0
* Crit Path Max Fanout at 12
* 1st-iter DRT viols at 618
* Basic Gates by Area at 21.3%
* Relative slew slack at 44.4%
* Register share after synthesis at 0%
* Chip Area, Yosys at 5530 um2
* First-pass DRT Iterations at 5
* Startpoint types: primary input
* Die X-Extent at 138 um
* Post-CTS sizing at 0
* Gpl congestion at 0.992
* Synth cell count leaders: 102 x ha_1, 97 x inv_1, 79 x nor2_1
* Setup TNS at 0 ns
* Avg Cell Area, Syn at 6.74 um2
* Post-synth cell types at 84
* Layout cells sized above 1 at 5.45%
* Min-delay src: src2_i[18]
* Yosys Instances at 820
* Synth Instances at 820
* Clock Buffer Count at 0
* Die ar. at 19000 um2
* Power density cells at 23.9 nW/um2
* VDD IR max at 0.00871 mV
* CP startpoint: src1_i[10]
* Period minus WS final at 13.85 ns
* Synth Warn # at 1
* Ports at 101
* Mux cell area share at 0.588%
* M3 GR Usage at 1.50%
* Post-CTS Setup Inserts at 0
* CTS Hold Bufs at 0
* GR Layer Usage met1 at 31.8%
* Largest net degree at the start of global routing at 35
* Maxcap violations at 0
* Vias in the first global route at 5911
* FP Util at 30.7%
* Worst min path class: primary input to output port
* First-pass GRT wire length at 31.9 mm
* Crit-path slowest cell: clkdlybuf4s50_1
* N_diodes at 0
* Drt via density at 5.89
* RSZ-0062 raised after global routing: false
* Final antenna-violating net count at 0
* GRT Resource Usage Total at 21.8%
* Sequential standard cell area at 0 um2
* Synth Cell Area at 5530 um2
* Yosys top cell by instances: ha_1
* GR Util met2 at 34.9%
* Area leader, netlist: ha_1
## cells by family after synthesis
logic type      after synthesis
buf+inv                     150
simple gates                238
xor+xnor                      3
mux                           3
compound gates              322
fa+ha+maj                   104
## report_power, final
part	internal [mW]	switching [mW]
clock network	0	0
registers	0	0
logic	0.0682	0.0925
## worst paths after layout
check | end | slack [ns]
worst max-delay path | zero_o | 9.35
worst min-delay path | result_o[18] | 10.57
## critical path, delay by kind of cell
family	cells	cell delay (ns)
AND-OR/OR-AND	6	1.40
adder cells (fa/ha/maj)	1	0.53
buffers and inverters	4	1.22
AND/OR/NAND/NOR	4	1.43
## through the flow
| step | std cells | cell area (um2) | util [%] |
|---|---|---|---|
| 2_1_floorplan | 820 | 5530 | - |
| 3_3_place_gp | 1109 | 6710 | 37.2 |
| 3_5_place_dp | 1109 | 6710 | 37.2 |
| 4_1_cts | 1109 | 6710 | 37.2 |
| 5_1_grt | 1109 | 6710 | 37.2 |
| 6_report | 1109 | 6710 | 37.2 |
## cells in the final DEF, fill, tap and decap left out, types with 11 or more instances in the layout
cell / n
o211ai_1: 13
inv_1: 97
clkdlybuf4s50_1: 101
buf_4: 11
o21ai_0: 34
a221oi_1: 27
a21oi_1: 73
a31oi_1: 18
o31ai_1: 12
o22ai_1: 11
nor2_1: 79
nand2_1: 54
nor3_1: 15
nand3_1: 15
ha_1: 102
a21o_1: 15
nor4_1: 13
o21bai_1: 11
## per-layer routing
layer  part of all wire (%)  vias up
li1                       -     3194
met1                     46     2987
met2                     45      316
met3                    7.1       36
met4                    2.3        0
met5                      0        -
## final cells by class
type               count  area, um2
well taps            229        287
fillers             1945      11300
inverters             98        368
repair buffers       112       1090
multi-input cells    670       4960
Power is estimated from default activity; no workload was simulated.
